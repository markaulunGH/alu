==> design.v <==
module boothmul# (parameter COMPUTER_WIDTH=32,parameter WIDTH =COMPUTER_WIDTH+2)
(
  input               clk           ,
  input               reset         ,
  input  [COMPUTER_WIDTH:0] src1,
  input  [COMPUTER_WIDTH:0] src2,
  input         in_valid,
  output reg    in_ready,
  output reg    out_valid,
  output [COMPUTER_WIDTH*2-1:0] result
);
reg [WIDTH*2-1:0] tem_result, multiplicand;
reg [WIDTH:0] multiplier;
reg doing;
wire calculate_done,ready_to_doing,doing_to_done,done_to_ready;
wire [WIDTH*2-1:0] mid_result;
assign ready_to_doing = in_valid && in_ready;
assign doing_to_done  = calculate_done;
assign done_to_ready  = out_valid;
always @(posedge clk) begin
    if (reset) begin
        in_ready<=1;
    end
    else if (ready_to_doing) begin
        in_ready <= 1'b0;
    end
    else if (done_to_ready) begin
        in_ready <= 1'b1;
    end    
end
always @(posedge clk) begin
    if (reset ) begin
        out_valid <=1'b0;
    end   
    else if (done_to_ready)  begin
        out_valid <=1'b0;
    end
    else if (doing_to_done ) begin
        out_valid <= 1'b1;
    end
end
always @(posedge clk) begin
    if (reset ) begin
        doing <= 1'b0;
    end
    else if (ready_to_doing) begin
        doing <= 1'b1;
    end
    else if (doing_to_done) begin
        doing <= 1'b0;
    end    
end
always @(posedge clk) begin
    if (ready_to_doing ) begin
        multiplicand <= {{WIDTH{src2[COMPUTER_WIDTH]}},src2};
    end
    else if (doing) begin
        multiplicand <= {multiplicand[WIDTH*2-3:0],2'b0};
    end
end
always @(posedge clk) begin
    if (ready_to_doing) begin
        multiplier <= {src1[COMPUTER_WIDTH],src1,1'b0};
    end
    else if (doing) begin 
        multiplier <= {2'b0,multiplier[WIDTH:2]};
    end
end
assign calculate_done = doing && multiplier[WIDTH+1:1] == {WIDTH{1'b0}}; 
wire partial_cout;
booth_partial  #(.WIDTH (WIDTH))
booth_partial   (
    .x_src  (multiplicand),
    .y_src   (multiplier[2:0]),
    .p_result (mid_result),
    .cout      (partial_cout)
);
wire [WIDTH*2-1:0] adder_a;
wire [WIDTH*2-1:0] adder_b;
wire [1:0]        adder_cin;
wire [WIDTH*2-1:0] adder_result;
wire        adder_cout;
assign adder_a   = mid_result;
assign adder_b   = tem_result;
assign adder_cin = {1'b0,partial_cout};
assign {adder_cout, adder_result} = adder_a + adder_b + {{WIDTH*2-3{1'b0}},adder_cin};
always @(posedge clk) begin
    if (ready_to_doing) begin
        tem_result <={WIDTH*2-1{1'b0}};
    end
    else if (doing) begin
    tem_result <= adder_result;
    end
end
assign result = tem_result[63:0];
endmodule
module booth_sel(
  input [2:0] src,
  output [3:0] sel
);
wire y_add,y,y_sub;
wire sel_negative,sel_double_negative,sel_positive,sel_double_positive;
assign {y_add,y,y_sub} = src;
assign sel_negative =  y_add & (y & ~y_sub | ~y & y_sub);
assign sel_positive = ~y_add & (y & ~y_sub | ~y & y_sub);
assign sel_double_negative =  y_add & ~y & ~y_sub;
assign sel_double_positive = ~y_add &  y &  y_sub;
assign sel={sel_negative,sel_positive,sel_double_negative,sel_double_positive};
endmodule
module booth_result_sel(
  input [3:0] sel,
  input [1:0] src,
  output      p 
);
wire x,x_sub;
wire sel_negative,sel_double_negative,sel_positive,sel_double_positive;
assign {sel_negative,sel_positive,sel_double_negative,sel_double_positive}=sel;
assign {x,x_sub} =src;
assign p = ~(~(sel_negative & ~x) & ~(sel_double_negative & ~x_sub) 
           & ~(sel_positive & x ) & ~(sel_double_positive &  x_sub));
endmodule
module booth_partial
#(
    parameter WIDTH = 4
)
(
  input [2*WIDTH-1:0]  x_src,
  input [2:0] y_src,
  output [2*WIDTH-1:0]   p_result,
  output                cout 
);
wire y_add,y,y_sub;
assign {y_add,y,y_sub} = y_src;
wire [3:0] sel;
wire sel_negative,sel_double_negative,sel_positive,sel_double_positive;
assign {sel_negative,sel_positive,sel_double_negative,sel_double_positive}=sel;
assign cout=sel_negative || sel_double_negative;
booth_sel booth_sel(
    .src    (y_src),
    .sel    (sel)
);
booth_result_sel partial0(.sel (sel), .src ({x_src[0],1'b0}), .p (p_result[0]));
genvar x;
generate for ( x =1;x<WIDTH*2;x=x+1) begin : gen_partial
    booth_result_sel partial(.sel (sel), .src (x_src[x:x-1]), .p (p_result[x]));
end endgenerate
endmodule
==> run.sh <==
#!/bin/bash
# OpenROAD 26Q1-2900-gdf79404cd8, Yosys 0.63+post, stock flow scripts
make -C /OpenROAD-flow-scripts/flow DESIGN_CONFIG=/design/flow/config.mk WORK_HOME=/design/flow/orfs finish
==> config.mk <==
export PLATFORM = sky130hd
export DESIGN_NAME = boothmul
export DESIGN_NICKNAME = boothmul
export VERILOG_FILES = /design/flow/design.v
export SDC_FILE = /design/flow/constraint.sdc
export NUM_CORES = 4
export LEC_CHECK = 1
export CORE_UTILIZATION = 40
==> constraint.sdc <==
current_design boothmul

set clk_period 27.3
set clk_io_pct 0.2

create_clock -name clk0 -period $clk_period [get_ports {clk}]

set non_clock_inputs [all_inputs -no_clocks]
set_input_delay [expr $clk_period * $clk_io_pct] -clock clk0 $non_clock_inputs
set_output_delay [expr $clk_period * $clk_io_pct] -clock clk0 [all_outputs]
==> flow_summary.json <==
{
  "dr_wl_met2_mm": 13.0,
  "p_leak_nw": 5.78,
  "tritoncts": "built",
  "worstMarginPinSlew_ns": 0.821,
  "relSlewSlack_pct": 44.9,
  "swShare_pct": 38.4,
  "vias": 9902,
  "final_util_pct": 48.6,
  "finalWirelength_mm": 30.8,
  "core_um2": 28000,
  "setup_tns_ns": 0,
  "cts_resized": 0,
  "rows": 61,
  "yosys_most_used_dff": "edfxtp_1",
  "routabilityCongestion": 0.961,
  "cts_buffer_depth": 2,
  "clock_power_share_pct": 22.4,
  "cts_made_buffers": 17,
  "cp.required_ns": 27.35,
  "switchingPower_mw": 0.432,
  "rsz0062_at_grt": "false",
  "place_inst": 1768,
  "die_w_um": 171,
  "worstHoldStart": "tem_result[38]",
  "final_hold_viol_count": 0,
  "p_per_area_nw_per_um2": 82.6,
  "firstDrtPassIters": 7,
  "maxUsedRoutingLayer": "met4",
  "fp_util_pct": 40.9,
  "finalPower_mw": 1.13,
  "avgViaCountPerCell": 5.50,
  "yosysWarningCount": 2,
  "fin_cells": 1800,
  "netlist_area_um2": 11500,
  "drtIter0Drc": 664,
  "critPathBufInv": 4,
  "holdPathStages": 2,
  "vdd_ir_drop_max_uv": 39.9,
  "grt_max_degree": 62,
  "cp_slowest_cell": "buf_4",
  "fmax_mhz": 123,
  "grt_pass1_wl_mm": 49.0,
  "die_area_um2": 29300,
  "insertion_delay_ns": 0.42,
  "synth.avg_cell_area_um2": 8.53,
  "cp_cell_sequence": "clkdlybuf4s50_1, and2_4, nor2_2, buf_4, clkinv_2, buf_4",
  "power_frac_seq_pct": 32.4,
  "antenna_left": 0,
  "drc": 0,
  "critPathLaunchType": "input pin",
  "r2r_end": "tem_result[63]",
  "r2r_slack_ns": 22.10,
  "cts_setup_buffers": 0,
  "skew_ns": 0.0113,
  "r2r_cells": 15,
  "cts.sinks": 164,
  "synthDistinctLibCells": 63,
  "crit_path_max_fanout": 61,
  "n_fill_cell": 2651,
  "holdWs_ns": 0.477,
  "cell_internal_pwr_mw": 0.693,
  "cap_violations": 0,
  "port-buffer-count": 133,
  "cp.arrival_ns": 8.15,
  "report.final.slew_viol_count": 0,
  "boundaryPins": 135,
  "cts-root-buf": "clkbuf_16",
  "cpMostUsedCell": "buf_4",
  "syn_inst": 1343,
  "edf_count": 97,
  "grt_pass1_vias": 9190,
  "die_h_um": 171,
  "p_comb_share_pct": 45.2,
  "antenna_found_initial": 0,
  "warning_count": 26,
  "holdBufCountCts": 0,
  "diodes": 0,
  "wl_met3_mm": 2.08,
  "postSynthSeqShare_pct": 37.1,
  "htreeDepth": 4,
  "synth-async-reset-ratio_pct": 0,
  "dp_hpwl_mm": 22.6,
  "reg2reg_from": "multiplier[1]",
  "outcome": "complete, no violations",
  "drive_gt1_share_pct": 4.15,
  "grtUsageTotal_pct": 22.2,
  "yosys_area_um2": 11500,
  "worstSetupPathType": "input pin to register",
  "post_drt_wl_per_cell_um": 17.1,
  "period_minus_slack_ns": 8.11,
  "hold_path.class": "register to register",
  "cts.reportedPaths.clkPinSlew_ns": 0.06,
  "cp_top_family": "buffers and inverters",
  "area_delta_synth_final_pct": 19.0,
  "cpPeakStageDelay_ns": 0.70,
  "min_to": "tem_result[38]",
  "synth-seq-cells": 164,
  "globalRouteOverflowTotal": 0,
  "fin_crit_sh_pct": 29.7,
  "wl_met1_mm": 15.3,
  "ys_cells": 1343,
  "crit_path_end_kind": "register",
  "final-setup-viol-count": 0
}
placed cells by master (no fill, tap or decap), types with 3 or more instances in the layout:
cell / n
o21ai_0: 121
nor2_1: 69
xor2_1: 78
o21a_1: 9
and3_1: 5
a21o_1: 72
clkbuf_16: 17
clkdlybuf4s50_1: 133
and4_1: 4
edfxtp_1: 97
o31ai_1: 3
dfxtp_1: 66
a21oi_1: 77
a211oi_1: 12
mux2i_1: 28
buf_4: 13
nor3_1: 15
nand4_1: 25
a22o_1: 6
o21bai_1: 20
a221oi_1: 5
inv_1: 25
clkinv_4: 4
xnor2_1: 41
a22oi_1: 64
ha_1: 63
nand3_1: 45
nand2_1: 232
a31oi_1: 10
bufinv_16: 3
worst max path at each step:
stage	depth (start not counted)	from	endpoint
after CTS	6	in_valid	multiplicand[45]
after global routing	6	in_valid	multiplicand[50]
final	6	in_valid	multiplicand[45]
power by group through the flow:
stage,Clock [mW],Combinational [mW],Sequential (mW)
finish,0.252,0.509,0.364
global route,0.268,0.567,0.372
CTS,0.258,0.505,0.365
cell usage after synthesis, drive strengths merged (2+ instances only):
master	count	area [µm²]
xor2	79	692
xnor2	41	359
and3	5	31.3
a21oi	77	385
a211oi	12	90.1
o21ai	124	628
or2	2	12.5
nor2	70	263
nand3	45	225
a221o	2	20.0
ha	63	788
and4	4	35.0
a21boi	3	22.5
a22oi	64	480
a31oi	10	62.6
a221oi	5	43.8
a2111oi	4	72.6
nor3	15	75.1
dfxtp	67	1340
edfxtp	97	2910
clkbuf	90	338
a41oi	2	17.5
o21bai	20	150
inv	26	97.6
buf	9	37.5
nand2b	2	12.5
nand4	25	156
nand2	233	875
mux2i	28	280
o21a	9	67.6
a22o	6	52.6
and2	2	12.5
a21o	72	541
nor4	2	12.5
fa	2	40.0
a211o	2	17.5
o31ai	5	56.3
layout make-up:
cell class / instances / area [µm²] / area share [%]
Timing Repair Buffer: 146 / 1430 / 10.5
Clock inverter: 11 / 153 / 1.12
Multi-Input combinational cell: 1054 / 6760 / 49.6
Tap cell: 378 / 473 / 3.47
Inverter: 26 / 98.8 / 0.725
Clock buffer: 21 / 460 / 3.38
Sequential cell: 164 / 4260 / 31.2
sequential cells by signal, indices dropped and copies added, names as in the netlist:
register and count:
multiplicand 64, tem_result 64, multiplier 34, doing 1, in_ready 1
metrics by stage:
stage,instance area (µm²),setup WS (ns)
2_1_floorplan,11500,18.86
3_3_place_gp,13000,18.76
3_5_place_dp,13000,18.73
4_1_cts,13600,19.18
5_1_grt,13600,19.00
6_report,13600,19.19
cells by family (layout without fill, tap and decap cells):
logic type / count (synthesis) / after routing / synth area share [%]
buffers and inverters: 125 / 204 / 4.13
adder cells (fa/ha/maj): 65 / 65 / 7.23
AND/OR/NAND/NOR: 414 / 414 / 15.5
XOR/XNOR: 120 / 120 / 9.18
flip-flops: 164 / 164 / 37.1
other: 1 / 1 / 0.0327
multiplexers: 28 / 28 / 2.45
AND-OR/OR-AND: 426 / 426 / 24.3
routing by layer:
metal	global-route usage, %	vias to the layer above
met5	0	-
met4	2.41	0
li1	-	4993
met3	5.34	24
met2	31.6	282
met1	36.2	4603
tightest hold or removal path: stages (launching register included):
cell and delay (ns):
dfxtp_1 0.32, nand2_1 0.05, o21ai_0 0.06
Power is estimated from default activity; no workload was simulated.
