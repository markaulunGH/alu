==> ./design.v <==
module switch_17x68bits(
   input [1155:0] part_group,
      output [1155:0] sw_group
);
wire [67:0] po16,po15,po14,po13,po12,po11,po10,po09,po08,po07,po06,po05,po04,po03,po02,po01,po00;
assign {po16,po15,po14,po13,po12,po11,po10,po09,po08,po07,po06,po05,po04,po03,po02,po01,po00} = part_group;
genvar x;
generate for ( x =0;x<68;x=x+1) begin : gen_switch
    assign sw_group[(x+1)*17-1:x*17] = {po16[x],po15[x],po14[x],po13[x],po12[x],po11[x],po10[x],po09[x],
                                     po08[x],po07[x],po06[x],po05[x],po04[x],po03[x],po02[x],po01[x],po00[x]};
end endgenerate
endmodule
module booth_walloc# (parameter COMPUTER_WIDTH=32,parameter WIDTH =COMPUTER_WIDTH+2)
(
  input               clk           ,
  input               reset         ,
  input  [COMPUTER_WIDTH:0] src1,
  input  [COMPUTER_WIDTH:0] src2,
  input         in_valid,
  output reg    in_ready,
  output reg    out_valid,
  output [COMPUTER_WIDTH*2-1:0] result
);
reg [WIDTH-1:0] multiplier;
reg [WIDTH*2-1:0] multiplicand;
reg first_doing;
wire ready_to_doing;
assign ready_to_doing = in_ready && in_valid;
always@(posedge clk ) begin
      if (reset ) begin
        in_ready <=1'b0;
      end
      else begin
        in_ready<=1'b1;
      end
      if (ready_to_doing) begin
        first_doing<=1'b1;
      end
      else begin
        first_doing <= 1'b0;
      end
      out_valid <= first_doing;
end
always @(posedge clk ) begin
  if (ready_to_doing) begin
    multiplicand <= {{WIDTH{src1[COMPUTER_WIDTH]}},src1};
    multiplier <= {src2[COMPUTER_WIDTH],src2};
  end
end
wire [1155:0] part_group;
wire [16:0]   part_cout;
booth_partial part0 (.x_src (multiplicand), .y_src({multiplier[1:0],1'b0}), 
                        .p_result (part_group[67:0]), .cout(part_cout[0]));
genvar x;
generate for ( x =1;x<17;x=x+1) begin : gen_walloc_partial
booth_partial part (
                    .x_src ({multiplicand[2*WIDTH-1-2*x:0],
                    {2*x{1'b0}}}), 
                    .y_src({multiplier[(x+1)*2-1:x*2-1]}), 
                    .p_result (part_group[(x+1)*68-1:x*68]), .cout(part_cout[x]));
end endgenerate
wire [1155:0] swo_group; 
switch_17x68bits switch (.part_group (part_group), .sw_group (swo_group));
wire [937:0] wt_cout; 
wire [66:0]  wt_c;
wire [67:0]  wt_s;
walloc_17bits walloc00 (.src_in (swo_group[16:0]), .cin({part_cout[13:0]}), 
                    .cout_group (wt_cout[13:0]),  .cout(wt_c[0]), .s (wt_s[0]));
genvar y;
generate for ( y =1;y<67;y=y+1) begin : gen_walloc
walloc_17bits walloc  (.src_in (swo_group[(y+1)*17-1:y*17]), .cin({wt_cout[y*14-1:(y-1)*14]}), 
                    .cout_group (wt_cout[(y+1)*14-1:y*14]),  .cout(wt_c[y]), .s (wt_s[y]));
end endgenerate
walloc_17bits walloc67(.src_in (swo_group[1155:1139]), .cin({wt_cout[937:924]}), 
                    .cout_group (),  .cout(), .s (wt_s[67]));
reg [67:0] wt_s_buf,wt_c_buf;
reg  part_next_highest_bit;
always@(posedge clk ) begin
  if (first_doing) begin
    wt_c_buf <= {wt_c,part_cout[14]};
    wt_s_buf <= {wt_s};
    part_next_highest_bit <= part_cout[15];
  end
end
wire [WIDTH*2-1:0] adder_a;
wire [WIDTH*2-1:0] adder_b;
wire              adder_cin;
wire [WIDTH*2-1:0] adder_result;
wire        adder_cout;
assign adder_a   = wt_c_buf;
assign adder_b   = wt_s_buf;
assign adder_cin = part_next_highest_bit;
assign {adder_cout, adder_result} = adder_a + adder_b + {{WIDTH*2-2{1'b0}},adder_cin};
assign result = adder_result[COMPUTER_WIDTH*2-1:0];
endmodule
module walloc_17bits(
    input [16:0] src_in,
    input [13:0]  cin,
    output [13:0] cout_group,
    output      cout,s
);
wire [13:0] c;
wire [4:0] first_s;
csa csa0 (.in (src_in[16:14]), .cout (c[4]), .s (first_s[4]) );
csa csa1 (.in (src_in[13:11]), .cout (c[3]), .s (first_s[3]) );
csa csa2 (.in (src_in[10:08]), .cout (c[2]), .s (first_s[2]) );
csa csa3 (.in (src_in[07:05]), .cout (c[1]), .s (first_s[1]) );
csa csa4 (.in (src_in[04:02]), .cout (c[0]), .s (first_s[0]) );
wire [3:0] secnod_s;
csa csa5 (.in ({first_s[4:2]}             ), .cout (c[8]), .s (secnod_s[3]));
csa csa6 (.in ({first_s[1:0],src_in[1]}   ), .cout (c[7]), .s (secnod_s[2]));
csa csa7 (.in ({src_in[0],cin[4:3]}       ), .cout (c[6]), .s (secnod_s[1]));
csa csa8 (.in ({cin[2:0]}                 ), .cout (c[5]), .s (secnod_s[0]));
wire [1:0] thrid_s;
csa csa9 (.in (secnod_s[3:1]          ), .cout (c[10]), .s (thrid_s[1]));
csa csaA (.in ({secnod_s[0],cin[6:5]} ), .cout (c[09]), .s (thrid_s[0]));
wire [1:0] fourth_s;
csa csaB (.in ({thrid_s[1:0],cin[10]} ),  .cout (c[12]), .s (fourth_s[1]));
csa csaC (.in ({cin[9:7]             }),  .cout (c[11]), .s (fourth_s[0]));
wire fifth_s;
csa csaD (.in ({fourth_s[1:0],cin[11]}),  .cout (c[13]), .s (fifth_s));
csa csaE (.in ({fifth_s,cin[13:12]}   ),  .cout (cout),  .s  (s));
assign cout_group = c;
endmodule
module csa(
  input [2:0] in,
  output cout,s
);
wire a,b,cin;
assign a=in[2];
assign b=in[1];
assign cin=in[0];
assign s = a ^ b ^ cin;
assign cout = a & b | b & cin | a & cin;
endmodule
module booth_sel(
  input [2:0] src,
  output [3:0] sel
);
wire y_add,y,y_sub;
wire sel_negative,sel_double_negative,sel_positive,sel_double_positive;
assign {y_add,y,y_sub} = src;
assign sel_negative =  y_add & (y & ~y_sub | ~y & y_sub);
assign sel_positive = ~y_add & (y & ~y_sub | ~y & y_sub);
assign sel_double_negative =  y_add & ~y & ~y_sub;
assign sel_double_positive = ~y_add &  y &  y_sub;
assign sel={sel_negative,sel_positive,sel_double_negative,sel_double_positive};
endmodule
module booth_result_sel(
  input [3:0] sel,
  input [1:0] src,
  output      p 
);
wire x,x_sub;
wire sel_negative,sel_double_negative,sel_positive,sel_double_positive;
assign {sel_negative,sel_positive,sel_double_negative,sel_double_positive}=sel;
assign {x,x_sub} =src;
assign p = ~(~(sel_negative & ~x) & ~(sel_double_negative & ~x_sub) 
           & ~(sel_positive & x ) & ~(sel_double_positive &  x_sub));
endmodule
module booth_partial
#(
    parameter WIDTH = 4
)
(
  input [2*WIDTH-1:0]  x_src,
  input [2:0] y_src,
  output [2*WIDTH-1:0]   p_result,
  output                cout 
);
wire y_add,y,y_sub;
assign {y_add,y,y_sub} = y_src;
wire [3:0] sel;
wire sel_negative,sel_double_negative,sel_positive,sel_double_positive;
assign {sel_negative,sel_positive,sel_double_negative,sel_double_positive}=sel;
assign cout=sel_negative || sel_double_negative;
booth_sel booth_sel(
    .src    (y_src),
    .sel    (sel)
);
booth_result_sel partial0(.sel (sel), .src ({x_src[0],1'b0}), .p (p_result[0]));
genvar x;
generate for ( x =1;x<WIDTH*2;x=x+1) begin : gen_partial
    booth_result_sel partial(.sel (sel), .src (x_src[x:x-1]), .p (p_result[x]));
end endgenerate
endmodule
==> ./run.sh <==
#!/bin/bash
# OpenROAD 26Q1-2900-gdf79404cd8, Yosys 0.63+post, stock flow scripts
make -C /OpenROAD-flow-scripts/flow DESIGN_CONFIG=/design/flow/config.mk WORK_HOME=/design/flow/orfs finish
==> ./config.mk <==
export PLATFORM = sky130hd
export DESIGN_NAME = booth_walloc
export DESIGN_NICKNAME = booth_walloc
export VERILOG_FILES = /design/flow/design.v
export SDC_FILE = /design/flow/constraint.sdc
export NUM_CORES = 4
export LEC_CHECK = 1
export CORE_UTILIZATION = 40
==> ./constraint.sdc <==
current_design booth_walloc

set clk_period 8.3
set clk_io_pct 0.2

create_clock -name clk0 -period $clk_period [get_ports {clk}]

set non_clock_inputs [all_inputs -no_clocks]
set_input_delay [expr $clk_period * $clk_io_pct] -clock clk0 $non_clock_inputs
set_output_delay [expr $clk_period * $clk_io_pct] -clock clk0 [all_outputs]
==> results.yml <==
# flow metrics
synth:
  yosys-top-cells-count: "fa_1, inv_1, edfxtp_1"
  ys.flop_type: "edfxtp_1"
  synth_flops: 68
  async_reset_ff_share_pct: 0
  ys_area_sq_um: 5680
  netlist_area_sq_um: 5680
  top_cell: "fa_1"
  synth-edff-count: 65
  largest_area_cell: "edfxtp_1"
  top_area_share_pct: 34.4
  ys_cells: 468
  syn_avg_cell_area_sq_um: 12.1
  yosys_warnings: 35
  topCellsByArea: "edfxtp_1, fa_1, buf_4"
  synth_cell_type_count: 43
  ys_seq_share_pct: 35.4
  syn_inst: 468
power_and_ir_drop:
  power.leakage_nw: 2.79
  powerDensity_nw_per_um2: 348
  fin_total_pwr_mw: 2.29
  vdd_drop_max_uv: 136
final_timing:
  timing.slew.headroom_pct: 56.6
  hold_violations: 0
  finalCriticalPeriod_ns: 4.89
  period_used_pct: 59.0
  fin_setup_tns_ns: 0
  fmax_ghz: 0.204
  worst_pin_slew_ns: 0.643
  skew_ns: 0.00484
  rsz0062_at_grt: "false"
  setup_slack_ns: 3.41
  final_max_slew_viol_count: 0
  setup_viol: 0
clock_network:
  htreeDepth: 3
  clk_latency_ns: 0.32
  numCtsBuffers: 9
  ctsLongestPathBuffers: 2
  cts_setup_buffers: 0
  cts_tree: "yes"
  clock_sinks: 68
  cts_resized: 0
  clk_pin_slew_ns: 0.06
  cts-root-buf: "clkbuf_16"
  holdBufCountCts: 0
routing:
  wire_per_inst_microns: 11.6
  remaining_drc_errors: 0
  via_per_inst: 4.34
  ant_nets: 0
  drt-total-wl_mm: 8.30
  drtIter0Drc: 76
  vias: 3091
  drt-pass1-iter-count: 5
  diodes: 0
critical_path:
  crit_required_ns: 8.36
  crit_type: "reg -> reg"
  cp_max_fo: 14
  crit_path_end: "adder_b[6]"
  reg2regPathDepth: 12
  end_kind: "flip-flop"
  r2r_slack_ns: 3.41
  arrival_ns: 4.95
  crit_start: "multiplier[3]"
  r2r-end: "adder_b[6]"
  critPathLaunchType: "flip-flop"
  r2r_start: "multiplier[3]"
global_route:
  grt_pass1_wl_mm: 14.3
  antenna_found_initial: 0
  track_usage_pct: 13.3
  grt_pass1_vias: 3145
  overflow: 0
  grt_max_degree: 43
place:
  portBuffers: 58
  hpwl_mm: 6.81
  place_congestion: 0.813
  post-place-ws_ns: 3.42
floorplanning:
  fp_util_pct: 40.9
  io-pin-count: 135
  rows: 43
  design.core.area_sq_um: 13900
  die_width_microns: 121
  die_area_sq_um: 14700
  fp.dieH_microns: 121
finish:
  drive_gt1_share_pct: 5.63
  area_delta_synth_final_pct: 16.0
  fill_cells: 1243
worst_hold_path:
  min_path_type: "reg -> reg"
  min_from: "first_doing"
job:
  warnings: 50
  cap_violations: 0
status:
  status: "finished, final reports clean"
-- cell families after synthesis --
| group | Yosys count | share of synthesized area (%) |
|---|---|---|
| adders and majority gates | 101 | 33.9 |
| and+or+nand+nor | 74 | 6.32 |
| DFF | 68 | 35.4 |
| buffers and inverters | 148 | 13.3 |
| xor gates and xnor gates | 21 | 3.24 |
| muxes | 7 | 1.23 |
| other | 1 | 0.0660 |
| AOI/OAI and AO/OA | 48 | 6.61 |
-- sequential cells by signal, indices dropped and copies added (netlist names) --
signal                 flops
multiplier                33
in_ready                   1
adder_b                   11
out_valid                  1
first_doing                1
part_next_highest_bit      1
multiplicand               8
adder_a                   12
-- worst max-delay path, stage by stage (launching register included) --
cell and delay (ns):
edfxtp_1 0.60, or3b_2 0.57, o21ai_0 0.24, fa_1 0.45, inv_1 0.10, fa_1 0.45, fa_1 0.52, inv_1 0.05
fa_1 0.53, inv_1 0.06, fa_1 0.53, inv_1 0.06, fa_1 0.47
-- how the worst min path moves through the flow --
stage | to | slack (ns) | depth (start not counted)
global route | out_valid | 0.49 | 0
finish | out_valid | 0.46 | 0
CTS | out_valid | 0.47 | 0
-- placed cells by master, fill, tap and decap left out, types with 9 or more instances in the layout --
cell type,Yosys,final
fa_1,88,88
conb_1,1,51
clkdlybuf4s50_1,0,58
inv_1,87,87
xnor2_1,14,14
nand2_1,26,26
nor2_1,18,18
edfxtp_1,65,65
ha_1,13,13
clkbuf_16,0,9
-- report_power, final --
part / switching, mW / total (mW) / leakage, nW / internal (mW)
sequential: 0.0249 / 0.563 / 0.641 / 0.538
combinational: 0.655 / 1.32 / 2.00 / 0.669
clock: 0.143 / 0.408 / 0.156 / 0.265
total: 0.823 / 2.29 / 2.79 / 1.47
-- routing by layer --
layer	vias to the layer above	wire, microns	global-route usage [%]
met3	8	562	4.37
met5	-	0	0
met2	93	3830	19.6
li1	1521	-	-
met4	0	105	1.31
met1	1469	3810	21.5
-- through the flow --
step	instance area [sq um]	utilization, %	std cells	hold slack [ns]
floorplan	5870	-	518	0.538
global placement	6260	45.1	697	0.452
detailed placement	6260	45.1	697	0.459
CTS	6590	47.5	713	0.469
global route	6590	47.5	713	0.490
finish	6590	47.5	713	0.463
-- final cells by class --
cell class                      count  area [sq um]  share of cell area, %
Tap cell                          180           225                   3.42
Sequential cell                    68          2010                   30.5
Timing Repair Buffer               60           596                   9.04
Clock buffer                        9           225                   3.42
Inverter                           87           327                   4.96
Multi-Input combinational cell    302          3110                   47.1
Clock inverter                      7          98.8                   1.50
No activity file was given, so power comes from the tool's default toggle rates.
