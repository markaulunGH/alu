==> flow/design.v <==
module basediv(
  input                          clk           ,
  input                          reset         ,
  input  [31:0] x,
  input  [31:0] y,
  input         in_valid,
  input         div_signed,
  output reg    in_ready,
  output reg    out_valid,
  output [31:0] s,
  output [31:0] r
);
reg [63:0] dividend;
reg [31:0] divisor,qutient,remain;
reg doing,divisor_s,dividend_s;
reg [5:0] count;
wire calculate_done,ready_to_doing,doing_to_done,done_to_ready;
assign ready_to_doing = in_ready && in_valid;
assign doing_to_done  =  calculate_done;
assign done_to_ready  = out_valid;
assign calculate_done = doing &&  count == 6'h20;
always @(posedge clk) begin
    if (reset  || done_to_ready) begin
        in_ready <= 1'b1;
    end
    else if (ready_to_doing) begin
        in_ready <= 1'b0;
    end 
end
always @(posedge clk) begin
    if (reset || doing_to_done ) begin
        doing <= 1'b0;
    end
    else if (ready_to_doing) begin
        doing <= 1'b1;
    end 
end
always @(posedge clk) begin
    if (reset || done_to_ready ) begin
        out_valid <= 1'b0;
    end
    else if (doing_to_done) begin
        out_valid <= 1'b1;
    end 
end
always @(posedge clk) begin
    if (reset) begin
        divisor_s <= 1'b0;
        dividend_s <= 1'b0;        
    end
    else if (ready_to_doing) begin
        divisor_s <= div_signed & y[31];
        dividend_s <= div_signed & x[31];
    end    
end
wire sub_cout;
wire [32:0] sub_result;
wire op_correct;
wire [31:0] qutient_correct,remain_correct;
wire [31:0] x_adder_result,y_adder_result,x_abs,y_abs;
wire [31:0] x_adder_src1,y_adder_src1;
assign x_adder_src1 = op_correct ? dividend[63:32] : x;
assign y_adder_src1 = op_correct ? qutient : y;
adder_32 x_adder(
    .src1  (~x_adder_src1),
    .src2  ({32'b1}),
    .cin    (1'b0),
    .cout   (),
    .result (x_adder_result)
);
adder_32 y_adder(
    .src1  (~y_adder_src1),
    .src2  ({32'b1}),
    .cin    (1'b0),
    .cout   (),
    .result (y_adder_result)
);
adder_33 suber(
    .src1  (dividend[63:31]),
    .src2  ({1'b1,~divisor}),
    .cin    (1'b1),
    .cout   (sub_cout),
    .result (sub_result)
);
assign x_abs = div_signed & x[31] ? x_adder_result : x ;
assign y_abs = div_signed & y[31] ? y_adder_result : y ;
always @(posedge clk) begin
    if (ready_to_doing) begin
        dividend <= {32'b0,x_abs};
        divisor <= y_abs;
    end
    else if (doing ) begin
       dividend <= sub_cout ? {sub_result[31:0],dividend[30:0],1'b0} : {dividend[62:0],1'b0};
    end
end
always @(posedge clk) begin
    if (reset || done_to_ready ) begin
        count <= 6'b0;
    end
    else if (doing) begin
        count <= count +1'b1;
    end
end
wire qutient_need_correct,remain_need_correct;
assign op_correct = calculate_done;
assign remain_correct  = x_adder_result;
assign qutient_correct = y_adder_result;
assign qutient_need_correct = ~dividend_s & divisor_s | dividend_s & ~divisor_s;
assign remain_need_correct  = dividend_s;
always @(posedge clk ) begin
    if (op_correct) begin
        remain  <= remain_need_correct  ? remain_correct  : dividend[63:32];
    end
   if (op_correct) begin
        qutient <= qutient_need_correct ? qutient_correct : qutient;
    end 
    else if (doing) begin
        qutient <= {qutient[30:0],sub_cout};
    end    
end
assign s = qutient;
assign r = remain;
endmodule
module adder_32 (
    input [31:0] src1,
    input [31:0] src2,
    input        cin,
    output       cout,
    output [31:0] result
);
assign {cout, result} = src1 + src2 + {31'b0,cin};
endmodule
module adder_33 (
    input [32:0] src1,
    input [32:0] src2,
    input        cin,
    output       cout,
    output [32:0] result
);
assign {cout, result} = src1 + src2 + {32'b0,cin};
endmodule
==> flow/run.sh <==
#!/bin/bash
# OpenROAD 26Q1-2900-gdf79404cd8, Yosys 0.63+post, stock flow scripts
make -C /OpenROAD-flow-scripts/flow DESIGN_CONFIG=/design/flow/config.mk WORK_HOME=/design/flow/orfs finish
==> flow/config.mk <==
export PLATFORM = sky130hd
export DESIGN_NAME = basediv
export DESIGN_NICKNAME = basediv
export VERILOG_FILES = /design/flow/design.v
export SDC_FILE = /design/flow/constraint.sdc
export NUM_CORES = 4
export LEC_CHECK = 1
export CORE_UTILIZATION = 40
==> flow/constraint.sdc <==
current_design basediv

set clk_period 19.5
set clk_io_pct 0.2

create_clock -name clk0 -period $clk_period [get_ports {clk}]

set non_clock_inputs [all_inputs -no_clocks]
set_input_delay [expr $clk_period * $clk_io_pct] -clock clk0 $non_clock_inputs
set_output_delay [expr $clk_period * $clk_io_pct] -clock clk0 [all_outputs]
==> reports/summary.rpt <==
WORST SETUP PATH
------------------------------------------------------------------------------------------------------
Type of origin of the critical path                                                          input pin
Kind of cell adding the most delay to the critical path                                   simple AND/OR/NAND/NOR gates
Depth of the critical timing path with buffers and inverters included                               11
Cell with the most instances on the worst path                                            sky130_fd_sc_hd__mux2i_1
Setup CP Type                                                                                   in2reg
Data required, critical path                                                                  19680 ps
Worst EP arrival                                                                               7430 ps
Count of buffer and inverter cells on the critical path                                              2
Reg-to-reg startpoint                                                                         count[0]
FF-to-FF setup slack                                                                          14360 ps
Depth of the worst register-to-register path                                                        14
Cells traversed along the worst timing path                                               clkdlybuf4s50_1 > mux2i_1 > ha_1 > inv_1 > nor4b_2 > mux2i_1 > a21oi_2 > nor4b_1 > and4bb_1 > xor2_1 > mux2_2
Longest individual stage delay on the worst path                                                730 ps
Cell at the slowest stage of the critical path                                            sky130_fd_sc_hd__nor4b_1
Worst flop-to-flop path endpoint                                                          dividend[23]
Maximum fanout along the worst path                                                                  7
Endpoint kind of the worst setup timing path                                                 flip-flop

PLACEMENT
------------------------------------------------------------------------------------------------------
Hpwl dp                                                                                        27.8 mm
Gpl congestion                                                                                   0.944
# port buffers                                                                                     133

CTS
------------------------------------------------------------------------------------------------------
Number of instances resized during post-cts repair                                                   0
Count of clock tree sinks                                                                          171
Clock tree from TritonCTS                                                                          yes
# Post-CTS Setup Buffers                                                                             0
Latency at later pin                                                                            430 ps
Post-CTS Hold Buffers                                                                                0
Cell at the root of the clock tree                                                        sky130_fd_sc_hd__clkbuf_16
Number of buffers on the longest clock path                                                          2
Total CTS buffers                                                                                   17
CTS H-tree depth                                                                                     4
Clock transition at the register clock pins on the worst setup and hold paths after CTS          70 ps

LOGIC SYNTHESIS
------------------------------------------------------------------------------------------------------
Largest cells by area                                                                     sky130_fd_sc_hd__edfxtp_1 (30%), sky130_fd_sc_hd__a21oi_1 (6.9%), sky130_fd_sc_hd__dfxtp_1 (6.8%)
Number of cell instances after yosys synthesis                                                    1532
Synth warn                                                                                           1
Post-synth mux share                                                                            0.0472
Area fraction in compound gates                                                                  0.233
Library cells used by synthesis                                                                     74
Dominant kind of combinational cell                                                       AND-OR/OR-AND gates
Fa+ha+maj area frac                                                                             0.0372
Library cell occupying the most area in the post-synthesis netlist                        sky130_fd_sc_hd__edfxtp_1
Fraction of registers with async set/reset                                                           0
Simple-gate portion of the synthesized area                                                      0.196
Total cell area reported by yosys after synthesis                                            12700 um2
XOR/XNOR share of the synthesized area                                                          0.0651
Synth flops                                                                                        171
Combined area of all synthesized cells                                                       12700 um2
Count of flip-flops with a built-in enable after synthesis                                         128
Sequential-to-total area share from yosys stat                                                   0.372
Primary flip-flop cell chosen by synthesis mapping                                        sky130_fd_sc_hd__edfxtp_1
Average instance area after synthesis                                                         8.26 um2
Synth Instances                                                                                   1532
Share of Yosys cell area claimed by the top area cell type                                       0.304

POWER AND IR DROP
------------------------------------------------------------------------------------------------------
Static leakage                                                                              0.00552 uW
Power density relative to cell area                                                        76.4 nW/um2
Pint                                                                                            748 uW
Flop pwr share                                                                                   0.420
Switching component of the power                                                                386 uW
Sw Ratio                                                                                         0.340
Part of the power in combinational logic                                                         0.275
Tot Pwr                                                                                        1130 uW
IR drop worst, VDD                                                                           0.0598 mV
Part of the total power dissipated in the clock network                                          0.305

FLOORPLAN
------------------------------------------------------------------------------------------------------
Floorplan die area                                                                           32400 um2
Number of placed I/O pins                                                                          134
Row count                                                                                           64
Die W                                                                                           180 um
Core utilization before placement                                                                0.411
Vertical die dimension                                                                          180 um
Core area                                                                                    30800 um2

FINISH
------------------------------------------------------------------------------------------------------
Flop area                                                                                     4710 um2
Combinational cell area excluding buffers and inverters                                       7340 um2
Top cells excl fill/tap                                                                   sky130_fd_sc_hd__nor2_1 (182), sky130_fd_sc_hd__a21oi_1 (175), sky130_fd_sc_hd__nand2_1 (163)
Fraction of final layout cells sized beyond drive strength 1                                    0.0532
Growth of design area from synthesis to finish                                                   17.2%
Number of fill cells in the layout                                                                2886
Leading cell type in the layout, fill and taps excluded                                   sky130_fd_sc_hd__nor2_1

TIMING
------------------------------------------------------------------------------------------------------
Setup Skew                                                                                     13.9 ps
Final Hold Violating Endpoints                                                                       0
Highest achievable clock rate                                                                  138 MHz
Share of the clock period used by the worst path after layout                                    0.372
Worst-Margin Slew                                                                               839 ps
Period minus WS final                                                                          7250 ps
Unrepaired setup endpoints after global routing                                                  false
Remaining max-slew budget at the tightest pin                                                    0.433
Number of slew-limit violations in the final report                                                  0
Sum of negative setup slack                                                                       0 ps
Final Setup Violations                                                                               0

GLOBAL ROUTING
------------------------------------------------------------------------------------------------------
Total global routing track utilization                                                           0.248
Number of global-route vias before repair                                                        10737
Global-route wire length before repair                                                         60.9 mm
Number of antenna violations at the first check in global routing                                    0
Largest net degree at the start of global routing                                                   74
GR Overflow Total                                                                                    0

WORST HOLD PATH
------------------------------------------------------------------------------------------------------
Endpoint, Worst Hold                                                                         divisor_s
Cell depth of the worst min-delay path                                                               2
Hold Path Class                                                                                reg2reg
HP Start                                                                                     divisor_s

JOB
------------------------------------------------------------------------------------------------------
MaxCap Viol Count                                                                                    0
Tool warnings                                                                                       26

DETAILED ROUTING
------------------------------------------------------------------------------------------------------
DR vias                                                                                          11607
DRC errors left                                                                                      0
Starting DRC count in detailed routing                                                             952
Total routed wirelength                                                                        38.7 mm
Count of TritonRoute iterations in the first routing pass                                           28
Diodes inserted                                                                                      0
Routed wirelength normalized by instance count                                                 19.2 um
Mean number of vias per cell                                                                      5.77
Number of nets still failing antenna checks after routing                                            0

OUTCOME
------------------------------------------------------------------------------------------------------
Status                                                                                    finished clean

[metrics by stage]
| step | hold slack (ps) | worst slack, ps | util | std cells | area (um2) |
|---|---|---|---|---|---|
| after global routing | 523 | 11970 | 0.481 | 2013 | 14800 |
| after detailed placement | 465 | 11850 | 0.462 | 1981 | 14300 |
| after floorplan | 426 | 13030 | - | 1532 | 12700 |
| final | 470 | 12250 | 0.481 | 2013 | 14800 |
| after CTS | 475 | 12300 | 0.481 | 2013 | 14800 |
| after global placement | 460 | 11910 | 0.462 | 1981 | 14300 |
[tightest hold or removal path, stage by stage (launching register included)]
cell and delay, ps:
sky130_fd_sc_hd__dfxtp_1 320, sky130_fd_sc_hd__nand2_1 60, sky130_fd_sc_hd__a21oi_1 50
[how the worst max path moves through the flow]
stage	slack (ps)	from	end
after CTS	12300	x[0]	remain[30]
after global routing	11970	x[0]	remain[30]
final	12250	x[0]	remain[30]
[power groups by stage]
stage,logic (uW),registers (uW),clock network (uW)
CTS,310,476,354
finish,312,476,346
global route,346,480,368
[cell type report]
cell class | count | share of cell area
Inverter | 58 | 0.0148
Clock buffer | 18 | 0.0296
Tap cell | 396 | 0.0334
Sequential cell | 171 | 0.317
Multi-Input combinational cell | 1202 | 0.495
Clock inverter | 14 | 0.00978
Timing Repair Buffer | 154 | 0.100
[layer usage]
metal | track usage | vias up | share of wire
met5 | 0 | - | 0
met4 | 0.0393 | 0 | 0.017
met3 | 0.0390 | 35 | 0.055
met2 | 0.397 | 348 | 0.47
met1 | 0.375 | 5443 | 0.46
li1 | - | 5781 | -
[synth_stat cells (21+ instances only)]
cell,instances
sky130_fd_sc_hd__a21oi_1,175
sky130_fd_sc_hd__buf_2,23
sky130_fd_sc_hd__clkbuf_1,69
sky130_fd_sc_hd__dfxtp_1,43
sky130_fd_sc_hd__edfxtp_1,128
sky130_fd_sc_hd__ha_1,36
sky130_fd_sc_hd__inv_1,57
sky130_fd_sc_hd__mux2i_1,45
sky130_fd_sc_hd__nand2_1,164
sky130_fd_sc_hd__nor2_1,182
sky130_fd_sc_hd__nor3_1,65
sky130_fd_sc_hd__o21ai_0,107
sky130_fd_sc_hd__o21ai_1,26
sky130_fd_sc_hd__or3_1,21
sky130_fd_sc_hd__xnor2_1,60
sky130_fd_sc_hd__xor2_1,34
[flip-flops by register name, indices dropped and copies added (netlist names)]
| signal | cells |
|---|---|
| in_ready | 1 |
| dividend_s | 1 |
| count | 6 |
| out_valid | 1 |
| qutient | 32 |
| divisor | 32 |
| remain | 32 |
| doing | 1 |
| dividend | 64 |
| divisor_s | 1 |
[kinds of logic after synthesis]
logic type               after synthesis
XOR/XNOR                              94
flip-flops                           171
multiplexers                          58
AND-OR/OR-AND                        481
AND/OR/NAND/NOR                      532
buffers and inverters                159
adder cells (fa/ha/maj)               37
Power and IR drop assume default switching activity.
